===== /design/flow/run.sh =====
#!/bin/bash
# OpenROAD 26Q1-2900-gdf79404cd8, Yosys 0.63+post, stock flow scripts
make -C /OpenROAD-flow-scripts/flow DESIGN_CONFIG=/design/flow/config.mk WORK_HOME=/design/flow/orfs finish

===== /design/flow/config.mk =====
export PLATFORM = sky130hd
export DESIGN_NAME = Mux32to1_32bit
export DESIGN_NICKNAME = Mux32to1_32bit
export VERILOG_FILES = /design/flow/design.v
export SDC_FILE = /design/flow/constraint.sdc
export NUM_CORES = 4
export LEC_CHECK = 1
export CORE_AREA = 10 10 408 408
export DIE_AREA = 0 0 418 418

===== /design/flow/constraint.sdc =====
current_design Mux32to1_32bit

set clk_period 25.4
set clk_io_pct 0.2

create_clock -name clk0 -period $clk_period

set non_clock_inputs [all_inputs -no_clocks]
set_input_delay [expr $clk_period * $clk_io_pct] -clock clk0 $non_clock_inputs
set_output_delay [expr $clk_period * $clk_io_pct] -clock clk0 [all_outputs]

===== /design/flow/design.v =====
`timescale 1ns/1ns
module Mux32to1_32bit(I0, I1, I2, I3, I4, I5, I6, I7, I8, I9, I10, I11, I12, I13, I14, I15, I16, I17, I18, I19, I20, I21, I22, I23, I24, I25, I26, I27, I28, I29, I30, I31, Sel, Out);
input [31:0] I0, I1, I2, I3, I4, I5, I6, I7, I8, I9, I10, I11, I12, I13, I14, I15, I16, I17, I18, I19, I20, I21, I22, I23, I24, I25, I26, I27, I28, I29, I30, I31;
input [4:0] Sel;
output [31:0] Out;
wire [31:0] tmp0, tmp1, tmp2, tmp3;
Mux8to1_32bit MUX0(.I0(I0), .I1(I1), .I2(I2), .I3(I3), .I4(I4), .I5(I5), .I6(I6), .I7(I7), .Sel(Sel[2:0]), .Out(tmp0));
Mux8to1_32bit MUX1(.I0(I8), .I1(I9), .I2(I10), .I3(I11), .I4(I12), .I5(I13), .I6(I14), .I7(I15), .Sel(Sel[2:0]), .Out(tmp1));
Mux8to1_32bit MUX2(.I0(I16), .I1(I17), .I2(I18), .I3(I19), .I4(I20), .I5(I21), .I6(I22), .I7(I23), .Sel(Sel[2:0]), .Out(tmp2));
Mux8to1_32bit MUX3(.I0(I24), .I1(I25), .I2(I26), .I3(I27), .I4(I28), .I5(I29), .I6(I30), .I7(I31), .Sel(Sel[2:0]), .Out(tmp3));
Mux4to1_32bit MUXOUT(.I0(tmp0), .I1(tmp1), .I2(tmp2), .I3(tmp3), .Sel(Sel[4:3]), .Out(Out));
endmodule
`timescale 1ns/1ns
module Mux4to1_32bit(I0, I1, I2, I3, Sel, Out);
input [31:0] I0, I1, I2, I3;
input [1:0] Sel;
output [31:0] Out;
wire [1:0] SelBar;
wire [31:0] OutI0_Tmp, OutI1_Tmp, OutI2_Tmp, OutI3_Tmp;
wire [31:0] OutI0, OutI1, OutI2, OutI3;
wire [31:0] OutTmp0, OutTmp1;
not SELBAR0(SelBar[0], Sel[0]);
not SELBAR1(SelBar[1], Sel[1]);
genvar i;
generate
	for(i = 0; i < 32; i = i + 1) begin
		and OUTI0_0(OutI0_Tmp[i], I0[i], SelBar[0]);
		and OUTI0_1(OutI0[i], OutI0_Tmp[i], SelBar[1]);
		and OUTI1_0(OutI1_Tmp[i], I1[i], Sel[0]);
		and OUTI1_1(OutI1[i], OutI1_Tmp[i], SelBar[1]);
		and OUTI2_0(OutI2_Tmp[i], I2[i], SelBar[0]);
		and OUTI2_1(OutI2[i], OutI2_Tmp[i], Sel[1]);
		and OUTI3_0(OutI3_Tmp[i], I3[i], Sel[0]);
		and OUTI3_1(OutI3[i], OutI3_Tmp[i], Sel[1]);
		or OUT0(OutTmp0[i], OutI0[i], OutI1[i]);
		or OUT1(OutTmp1[i], OutI2[i], OutI3[i]);
		or #5 OUT(Out[i], OutTmp0[i], OutTmp1[i]);
	end
endgenerate
endmodule
`timescale 1ns/1ns
module Mux8to1_32bit(I0, I1, I2, I3, I4, I5, I6, I7, Sel, Out);
input [31:0] I0, I1, I2, I3, I4, I5, I6, I7;
input [2:0] Sel;
output [31:0] Out;
wire [2:0] SelBar;
wire [31:0] OutI0_Tmp0, OutI0_Tmp1, OutI1_Tmp0, OutI1_Tmp1, OutI2_Tmp0, OutI2_Tmp1, OutI3_Tmp0, OutI3_Tmp1, OutI4_Tmp0, OutI4_Tmp1, OutI5_Tmp0, OutI5_Tmp1, OutI6_Tmp0, OutI6_Tmp1, OutI7_Tmp0, OutI7_Tmp1;
wire [31:0] OutI0, OutI1, OutI2, OutI3, OutI4, OutI5, OutI6, OutI7;
wire [31:0] OutTmp0, OutTmp1, OutTmp2, OutTmp3, OutTmp4, OutTmp5;
not SELBAR0(SelBar[0], Sel[0]);
not SELBAR1(SelBar[1], Sel[1]);
not SELBAR2(SelBar[2], Sel[2]);
genvar i;
generate
	for(i = 0; i < 32; i = i + 1) begin
		and OUTI0_0(OutI0_Tmp0[i], I0[i], SelBar[0]);
		and OUTI0_1(OutI0_Tmp1[i], SelBar[1], SelBar[2]);
		and OUTI0_2(OutI0[i], OutI0_Tmp0[i], OutI0_Tmp1[i]);
		and OUTI1_0(OutI1_Tmp0[i], I1[i], Sel[0]);
		and OUTI1_1(OutI1_Tmp1[i], SelBar[1], SelBar[2]);
		and OUTI1_2(OutI1[i], OutI1_Tmp0[i], OutI1_Tmp1[i]);
		and OUTI2_0(OutI2_Tmp0[i], I2[i], SelBar[0]);
		and OUTI2_1(OutI2_Tmp1[i], Sel[1], SelBar[2]);
		and OUTI2_2(OutI2[i], OutI2_Tmp0[i], OutI2_Tmp1[i]);
		and OUTI3_0(OutI3_Tmp0[i], I3[i], Sel[0]);
		and OUTI3_1(OutI3_Tmp1[i], Sel[1], SelBar[2]);
		and OUTI3_2(OutI3[i], OutI3_Tmp0[i], OutI3_Tmp1[i]);
		and OUTI4_0(OutI4_Tmp0[i], I4[i], SelBar[0]);
		and OUTI4_1(OutI4_Tmp1[i], SelBar[1], Sel[2]);
		and OUTI4_2(OutI4[i], OutI4_Tmp0[i], OutI4_Tmp1[i]);
		and OUTI5_0(OutI5_Tmp0[i], I5[i], Sel[0]);
		and OUTI5_1(OutI5_Tmp1[i], SelBar[1], Sel[2]);
		and OUTI5_2(OutI5[i], OutI5_Tmp0[i], OutI5_Tmp1[i]);
		and OUTI6_0(OutI6_Tmp0[i], I6[i], SelBar[0]);
		and OUTI6_1(OutI6_Tmp1[i], Sel[1], Sel[2]);
		and OUTI6_2(OutI6[i], OutI6_Tmp0[i], OutI6_Tmp1[i]);
		and OUTI7_0(OutI7_Tmp0[i], I7[i], Sel[0]);
		and OUTI7_1(OutI7_Tmp1[i], Sel[1], Sel[2]);
		and OUTI7_2(OutI7[i], OutI7_Tmp0[i], OutI7_Tmp1[i]);
		or OUT0(OutTmp0[i], OutI0[i], OutI1[i]);
		or OUT1(OutTmp1[i], OutI2[i], OutI3[i]);
		or OUT2(OutTmp2[i], OutI4[i], OutI5[i]);
		or OUT3(OutTmp3[i], OutI6[i], OutI7[i]);
		or OUT5(OutTmp4[i], OutTmp0[i], OutTmp1[i]);
		or OUT6(OutTmp5[i], OutTmp2[i], OutTmp3[i]);
		or #5 OUT(Out[i], OutTmp4[i], OutTmp5[i]);
	end
endgenerate
endmodule

==> flow_metrics.py <==
# Metrics from the implementation run
metrics = {
    "finish": {
        "regArea_um2": 0,
        "area_delta_synth_final_pct": 161,
        "drive_gt1_frac": 0.0992,
        "comb_area_um2": 7630,
        "mostFrequentLayoutCell": "clkdlybuf4s50_1",
        "fin_area_um2": 21200,
        "flop-count": 0,
        "fillers": 17900,
        "layout_top_cells": "clkdlybuf4s50_1, mux2i_1, a22oi_1, mux4_2, nand3_1",
        "clkbuf_count": 0,
    },
    "sta": {
        "drv_slew": 0,
        "finalClockPeriodUsage": 0.560,
        "relSlewSlack": 0.156,
        "tns_ns": 0,
        "hold_viol_final": 0,
        "max_freq_mhz": 70.3,
        "rsz0062_at_grt": "no",
        "final.min_clock_period_ns": 14.23,
        "worstMarginPinSlew_ns": 1.27,
        "finalSetupViolCount": 0,
    },
    "grt": {
        "grt_pass1_wl_um": 173000,
        "grt.overflow.total": 0,
        "grt_pass1_vias": 13700,
        "antenna_found_initial": 133,
        "groute.usage.overall": 0.160,
        "grt_max_degree": 89,
    },
    "placement": {
        "finalWeightedCongestion": 0.985,
        "dp_hpwl_um": 134000,
        "io_buffers": 1061,
        "dpl_cell_area_um2": 21200,
    },
    "detailed_routing": {
        "routed-via-count": 13100,
        "wl_um": 145000,
        "drc": 0,
        "ant_nets": 0,
        "drt_first_pass_iters": 7,
        "via_per_inst": 3.33,
        "wl_per_cell_um": 36.8,
        "drt_iter0_markers": 1025,
    },
    "yosys": {
        "avgSynthCellArea_um2": 9.63,
        "ys_area_um2": 8140,
        "top_cells_by_area": "mux4_2, mux2i_1, a22oi_1",
        "synth_seq_share": 0,
        "synth_warnings": 0,
        "synth_cells": 845,
        "top_area_frac": 0.354,
        "synth_stat.cells": 845,
        "synth_cell_types": 18,
        "synth.cell_area_um2": 8140,
        "synth_top_cell_by_area": "mux4_2",
    },
    "critical_path": {
        "critPathArrivalTime_ns": 9.15,
        "start_kind": "input pin",
        "cp_slowest_stage_delay_ns": 0.77,
        "worst_path_dominant_cell_family": "buffers and inverters",
        "cp_slowest_cell": "buf_4",
        "startpoint": "Sel[2]",
        "critPathMostFrequentCell": "buf_4",
        "path_max_fanout": 52,
        "cp_cell_sequence": "buf_8 -> buf_4 -> buf_4 -> buf_4 -> mux4_2 -> a22oi_1 -> nand4_1 -> clkdlybuf4s50_1",
        "path_class": "input pin to output pin",
        "critPathBufInv": 5,
        "end_kind": "output pin",
        "cp.required_ns": 20.32,
    },
    "worst_hold_path": {
        "hp-start": "I1[25]",
        "hp-class": "input pin to output pin",
    },
    "job": {
        "drv_cap": 0,
        "warning_count": 32,
    },
    "power": {
        "ir_drop_mv": 0.00722,
        "power.total_mw": 0.381,
        "p_per_area_nw_per_um2": 17.9,
        "power_leakage_nw": 7.28,
    },
    "cts": {
        "postCtsSetupBuffers": 0,
        "hold_buffers": 0,
        "cts_resized": 0,
    },
    "floorplan": {
        "die_w_um": 418,
        "fp_util": 0.0516,
        "die_h_um": 418,
        "core_um2": 158000,
        "chipArea_um2": 175000,
        "core.rowCount": 146,
        "ios": 1061,
    },
    "run_status": {
        "status": "finished clean",
    },
}
[cell usage after synthesis]
cell type	number
nand2b_1	1
nor2_1	6
clkbuf_1	43
or2_2	1
a22oi_1	149
buf_6	10
buf_4	4
inv_1	1
a21oi_1	43
mux4_2	128
and2_1	4
mux2i_1	256
and3_1	2
buf_2	51
nand3_1	64
nand2_1	44
nor2b_1	6
nand4_1	32
[layout make-up]
type / count / area share
antenna: 32 / 0.00377
inverter: 1 / 0.000177
multi-input combinational: 736 / 0.359
tap: 2072 / 0.122
timing repair buffer: 1098 / 0.515
[cell families after synthesis]
kind of cell,after synthesis,synth area share
AOI/OAI and AO/OA,192,0.164
and+or+nand+nor,160,0.0978
muxes,384,0.669
buffers and inverters,109,0.0692
[power by group]
part | switching (mW) | internal [mW]
sequential | 0 | 0
clock | 0 | 0.000000173
combinational | 0.160 | 0.221
total | 0.160 | 0.221
[path summary, 6_finish.rpt]
check,end,slack [ns],depth (start not counted)
setup / recovery,Out[20],11.17,8
hold / removal,Out[25],11.36,6
[per-layer routing]
metal  global-route usage  up-vias  routed length, um
li1                     -     5581                  -
met1                0.190     6425              54200
met2                0.260      847              68700
met3               0.0810      188              18300
met4               0.0292       90               2990
met5                    0        -                568
[per-stage QoR]
step	util	setup slack, ns	cells	hold slack [ns]
2_1_floorplan	-	14.02	845	10.32
3_3_place_gp	0.134	11.01	3907	11.39
3_5_place_dp	0.134	11.04	3907	11.37
4_1_cts	0.134	11.03	3907	11.36
5_1_grt	0.134	10.97	3919	11.42
6_report	0.135	11.17	3939	11.36
Power is estimated from default activity; no workload was simulated.
