==> design.v <==
`timescale 1ns/1ns
module PartialFullAdder(a, b, ci, sum, g, p);
input a, b, ci;
output sum, g, p;
assign #10 g = a & b;
assign #5 p = a ^ b;
assign #10 sum = a ^ b ^ ci;
endmodule
module Subtractor(a, b, sum);
input [31:0] a, b;
output [31:0] sum;
wire [31:0] b_bar, b_neg;
wire c2, c4, c7, c11, c16;
wire c2_0, c4_0, c7_0, c11_0, c16_0;
wire c2_1, c4_1, c7_1, c11_1, c16_1;
wire [15:0] high_sum_0, high_sum_1;
assign b_bar = ~b;
assign b_neg = b_bar + 1; 
CarryLookaheadAdder cla2(.n(3'd2), .a(a[1:0]), .b(b_bar[1:0]), .ci(1'b1), .sum(sum[1:0]), .co(c2));
CarrySelectAdder csa2(.n(3'd2), .a(a[3:2]), .b(b_bar[3:2]), .ci(c2), .sum(sum[3:2]), .co(c4));
CarrySelectAdder csa3(.n(3'd3), .a(a[6:4]), .b(b_bar[6:4]), .ci(c4), .sum(sum[6:4]), .co(c7));
CarrySelectAdder csa4(.n(3'd4), .a(a[10:7]), .b(b_bar[10:7]), .ci(c7), .sum(sum[10:7]), .co(c11));
CarrySelectAdder cas5(.n(3'd5), .a(a[15:11]), .b(b_bar[15:11]), .ci(c11), .sum(sum[15:11]), .co(c16));
CarryLookaheadAdder high_cla2_0(.n(3'd2), .a(a[17:16]), .b(b_bar[17:16]), .ci(1'b0), .sum(high_sum_0[1:0]), .co(c2_0));
CarrySelectAdder high_csa2_0(.n(3'd2), .a(a[19:18]), .b(b_bar[19:18]), .ci(c2_0), .sum(high_sum_0[3:2]), .co(c4_0));
CarrySelectAdder high_csa3_0(.n(3'd3), .a(a[22:20]), .b(b_bar[22:20]), .ci(c4_0), .sum(high_sum_0[6:4]), .co(c7_0));
CarrySelectAdder high_csa4_0(.n(3'd4), .a(a[26:23]), .b(b_bar[26:23]), .ci(c7_0), .sum(high_sum_0[10:7]), .co(c11_0));
CarrySelectAdder high_cas5_0(.n(3'd5), .a(a[31:27]), .b(b_bar[31:27]), .ci(c11_0), .sum(high_sum_0[15:11]), .co(c16_0));
CarryLookaheadAdder high_cla2_1(.n(3'd2), .a(a[17:16]), .b(b_bar[17:16]), .ci(1'b1), .sum(high_sum_1[1:0]), .co(c2_1));
CarrySelectAdder high_csa2_1(.n(3'd2), .a(a[19:18]), .b(b_bar[19:18]), .ci(c2_1), .sum(high_sum_1[3:2]), .co(c4_1));
CarrySelectAdder high_csa3_1(.n(3'd3), .a(a[22:20]), .b(b_bar[22:20]), .ci(c4_1), .sum(high_sum_1[6:4]), .co(c7_1));
CarrySelectAdder high_csa4_1(.n(3'd4), .a(a[26:23]), .b(b_bar[26:23]), .ci(c7_1), .sum(high_sum_1[10:7]), .co(c11_1));
CarrySelectAdder high_cas5_1(.n(3'd5), .a(a[31:27]), .b(b_bar[31:27]), .ci(c11_1), .sum(high_sum_1[15:11]), .co(c16_1));
mux2to1_16bit mux16(.i0(high_sum_0), .i1(high_sum_1), .sel(c16), .out(sum[31:16]));
endmodule
`timescale 1ns/1ns
module mux2_to_1(i0, i1, sel, out);
input [4:0] i0, i1;
input sel;
output [4:0] out;
assign #5 out = ~sel ? i0 : i1;
endmodule
`timescale 1ns/1ns
module mux2to1_16bit(i0, i1, sel, out);
input [15:0] i0, i1;
input sel;
output [15:0] out;
assign #5 out = ~sel ? i0 : i1;
endmodule
`timescale 1ns/1ns
module CarryLookaheadAdder(n ,a, b, ci, sum, co);
input [2:0] n;
input [4:0] a, b;
input ci;
output [4:0] sum;
output co;
reg [4:0] sum;
reg co;
wire [4:0] sum_tmp;
wire p0, p1, p2, p3, p4;
wire g0, g1, g2, g3, g4;
reg c1, c2, c3, c4;
PartialFullAdder pfa0(.a(a[0]), .b(b[0]), .ci(ci), .sum(sum_tmp[0]), .g(g0), .p(p0));
PartialFullAdder pfa1(.a(a[1]), .b(b[1]), .ci(c1), .sum(sum_tmp[1]), .g(g1), .p(p1));
PartialFullAdder pfa2(.a(a[2]), .b(b[2]), .ci(c2), .sum(sum_tmp[2]), .g(g2), .p(p2));
PartialFullAdder pfa3(.a(a[3]), .b(b[3]), .ci(c3), .sum(sum_tmp[3]), .g(g3), .p(p3));
PartialFullAdder pfa4(.a(a[4]), .b(b[4]), .ci(c4), .sum(sum_tmp[4]), .g(g4), .p(p4));
always @(*) begin
case(n)
	3'd2 : begin
		#20 c1 <= g0 | (p0 & ci);
		#40 co <= g1 | (p1 & g0) | (p1 & p0 & ci);
		sum <= sum_tmp;
	end
	3'd3 : begin
		#20 c1 <= g0 | (p0 & ci);
		#40 c2 <= g1 | (p1 & g0) | (p1 & p0 & ci);
		#60 co <= g2 | (p2 & g1) | (p2 & p1 & g0) | (p2 & p1 & p0 & ci);
		sum <= sum_tmp;
	end
	3'd4 : begin
		#20 c1 <= g0 | (p0 & ci);
		#40 c2 <= g1 | (p1 & g0) | (p1 & p0 & ci);
		#60 c3 <= g2 | (p2 & g1) | (p2 & p1 & g0) | (p2 & p1 & p0 & ci);
		#80 co <= g3 | (p3 & g2) | (p3 & p2 & g1) | (p3 & p2 & p1 & g0) | (p3 & p2 & p1 & p0 & ci);
		sum <= sum_tmp;
	end
	3'd5 : begin
		#20 c1 <= g0 | (p0 & ci);
		#40 c2 <= g1 | (p1 & g0) | (p1 & p0 & ci);
		#60 c3 <= g2 | (p2 & g1) | (p2 & p1 & g0) | (p2 & p1 & p0 & ci);
		#80 c4 <= g3 | (p3 & g2) | (p3 & p2 & g1) | (p3 & p2 & p1 & g0) | (p3 & p2 & p1 & p0 & ci);
		#100 co <= g4 | (p4 & g3) | (p4 & p3 & g2) | (p4 & p3 & p2 & g1) | (p4 & p3 & p2 & p1 & g0) | (p4 & p3 & p2 & p1 & p0 & ci);
		sum <= sum_tmp;
	end
endcase
end
endmodule
module CarrySelectAdder(n, a, b, ci, sum, co);
input [2:0] n;
input [4:0] a, b;
input ci;
output [4:0] sum;
output co;
reg [4:0] sum;
reg co;
wire [4:0]cla2_0_sum_tmp, cla2_1_sum_tmp, cla2_sum_tmp, cla3_0_sum_tmp, cla3_1_sum_tmp, cla3_sum_tmp, cla4_0_sum_tmp, cla4_1_sum_tmp, cla4_sum_tmp, cla5_0_sum_tmp, cla5_1_sum_tmp, cla5_sum_tmp;
wire cla2_0_co_tmp, cla2_1_co_tmp, cla2_co_tmp, cla3_0_co_tmp, cla3_1_co_tmp, cla3_co_tmp, cla4_0_co_tmp, cla4_1_co_tmp, cla4_co_tmp, cla5_0_co_tmp, cla5_1_co_tmp, cla5_co_tmp;
CarryLookaheadAdder cla2_0(.n(3'd2), .a(a), .b(b), .ci(1'b0), .sum(cla2_0_sum_tmp), .co(cla2_0_co_tmp));
CarryLookaheadAdder cla2_1(.n(3'd2), .a(a), .b(b), .ci(1'b1), .sum(cla2_1_sum_tmp), .co(cla2_1_co_tmp));
mux2_to_1 mux_cla2_co(.i0(cla2_0_co_tmp), .i1(cla2_1_co_tmp), .sel(ci), .out(cla2_co_tmp));
mux2_to_1 mux_cla2_sum(.i0(cla2_0_sum_tmp), .i1(cla2_1_sum_tmp), .sel(ci), .out(cla2_sum_tmp));
CarryLookaheadAdder cla3_0(.n(3'd3), .a(a), .b(b), .ci(1'b0), .sum(cla3_0_sum_tmp), .co(cla3_0_co_tmp));
CarryLookaheadAdder cla3_1(.n(3'd3), .a(a), .b(b), .ci(1'b1), .sum(cla3_1_sum_tmp), .co(cla3_1_co_tmp));
mux2_to_1 mux_cla3_co(.i0(cla3_0_co_tmp), .i1(cla3_1_co_tmp), .sel(ci), .out(cla3_co_tmp));
mux2_to_1 mux_cla3_sum(.i0(cla3_0_sum_tmp), .i1(cla3_1_sum_tmp), .sel(ci), .out(cla3_sum_tmp));
CarryLookaheadAdder cla4_0(.n(3'd4), .a(a), .b(b), .ci(1'b0), .sum(cla4_0_sum_tmp), .co(cla4_0_co_tmp));
CarryLookaheadAdder cla4_1(.n(3'd4), .a(a), .b(b), .ci(1'b1), .sum(cla4_1_sum_tmp), .co(cla4_1_co_tmp));
mux2_to_1 mux_cla4_co(.i0(cla4_0_co_tmp), .i1(cla4_1_co_tmp), .sel(ci), .out(cla4_co_tmp));
mux2_to_1 mux_cla4_sum(.i0(cla4_0_sum_tmp), .i1(cla4_1_sum_tmp), .sel(ci), .out(cla4_sum_tmp));
CarryLookaheadAdder cla5_0(.n(3'd5), .a(a), .b(b), .ci(1'b0), .sum(cla5_0_sum_tmp), .co(cla5_0_co_tmp));
CarryLookaheadAdder cla5_1(.n(3'd5), .a(a), .b(b), .ci(1'b1), .sum(cla5_1_sum_tmp), .co(cla5_1_co_tmp));
mux2_to_1 mux_cla5_co(.i0(cla5_0_co_tmp), .i1(cla5_1_co_tmp), .sel(ci), .out(cla5_co_tmp));
mux2_to_1 mux_cla5_sum(.i0(cla5_0_sum_tmp), .i1(cla5_1_sum_tmp), .sel(ci), .out(cla5_sum_tmp));
always @(*) begin
case(n)
	3'd2 : begin
		sum <= cla2_sum_tmp;
		co <= cla2_co_tmp;
	end
	3'd3 : begin
		sum <= cla3_sum_tmp;
		co <= cla3_co_tmp;
	end
	3'd4 : begin
		sum <= cla4_sum_tmp;
		co <= cla4_co_tmp;
	end
	3'd5 : begin
		sum <= cla5_sum_tmp;
		co <= cla5_co_tmp;
	end
endcase
end
endmodule
==> run.sh <==
#!/bin/bash
# OpenROAD 26Q1-2900-gdf79404cd8, Yosys 0.63+post, stock flow scripts
make -C /OpenROAD-flow-scripts/flow DESIGN_CONFIG=/design/flow/config.mk WORK_HOME=/design/flow/orfs finish
==> config.mk <==
export PLATFORM = sky130hd
export DESIGN_NAME = Subtractor
export DESIGN_NICKNAME = Subtractor
export VERILOG_FILES = /design/flow/design.v
export SDC_FILE = /design/flow/constraint.sdc
export NUM_CORES = 4
export LEC_CHECK = 1
export CORE_AREA = 10 10 107 107
export DIE_AREA = 0 0 117 117
==> constraint.sdc <==
current_design Subtractor

set clk_period 10.0
set clk_io_pct 0.2

create_clock -name clk0 -period $clk_period

set non_clock_inputs [all_inputs -no_clocks]
set_input_delay [expr $clk_period * $clk_io_pct] -clock clk0 $non_clock_inputs
set_output_delay [expr $clk_period * $clk_io_pct] -clock clk0 [all_outputs]
==> flow_metrics.env <==
# physical design summary
export IMPL_synthDistinctLibCells=38
export IMPL_ff_count=0
export IMPL_hold_path_class="in -> out"
export IMPL_path_cells="clkdlybuf4s50_1 > inv_1 > ha_1 > and3_1 > nand3_1 > a21oi_1 > and4bb_1 > nor3_4 > o211ai_2 > a21oi_2 > mux2_1 > clkdlybuf4s50_1"
export IMPL_die_area_mm2=0.0137
export IMPL_rsz0062_at_grt="false"
export IMPL_num_io_pins=96
export IMPL_crit_buf_inv=3
export IMPL_worstHoldStart="a[31]"
export IMPL_fin_worst_hold_slack_ns=5.08
export IMPL_track_usage_pct=7.38
export IMPL_yosys_area_mm2=0.00172
export IMPL_cp_start_kind="input port"
export IMPL_top_cell_area_share_pct=29.8
export IMPL_met2_length_um=2540
export IMPL_num_rows=35
export IMPL_cp_end_kind="output port"
export IMPL_cp_required_ns=8.00
export IMPL_dp_hpwl_um=4870
export IMPL_hold_viol=0
export IMPL_synth_area_top_cells="ha_1 30%, xnor2_1 11%, inv_1 11%"
export IMPL_ys_cells=228
export IMPL_grt_pass1_vias=1821
export IMPL_totalWireLength_um=5120
export IMPL_worst_setup_path_type="in -> out"
export IMPL_fmax_ghz=0.139
export IMPL_cp_arrival_ns=5.19
export IMPL_ant_nets=0
export IMPL_die_height_um=117
export IMPL_met3WireLength_um=404
export IMPL_vdd_drop_max_mv=0.0274
export IMPL_crit_start="a[4]"
export IMPL_finalSetupTns_ns=0
export IMPL_antenna_cells_inserted=0
export IMPL_period_minus_slack_ns=7.19
export IMPL_cpPeakStageDelay_ns=0.48
export IMPL_fin_crit_sh_pct=71.9
export IMPL_area_growth_pct=63.1
export IMPL_routabilityCongestion=0.828
export IMPL_antenna_found_initial=0
export IMPL_grt_start_max_net_pins=9
export IMPL_fp_util_pct=18.7
export IMPL_routed_top_layer="met3"
export IMPL_dieWidth_um=117
export IMPL_syn_inst=228
export IMPL_final_layout_size_suffix_gt1_share_pct=2.48
export IMPL_cts_resized_gates=0
export IMPL_yosys_warnings=50
export IMPL_warning_count=43
export IMPL_status="finished, final reports clean"
export IMPL_cp_top_family="simple AND/OR/NAND/NOR gates"
export IMPL_grt_pass1_wl_um=8450
export IMPL_top_area_cell="ha_1"
export IMPL_syn_area_mm2=0.00172
export IMPL_coreArea_mm2=0.00920
export IMPL_finalMaxSlewViolations=0
export IMPL_worst_pin_slew_ns=0.485
export IMPL_clock_buffers=0
export IMPL_crit_fanout=8
export IMPL_ys_seq_share_pct=0
export IMPL_seq_area_um2=0
export IMPL_postCtsSetupBuffers=0
export IMPL_relSlewSlack_pct=66.8
export IMPL_setup_viol=0
export IMPL_cp_slowest_cell="clkdlybuf4s50_1"
export IMPL_crit_top_cell="clkdlybuf4s50_1"
export IMPL_portBuffers=96
export IMPL_num_vias=1757
export IMPL_grt_ovfl_total=0
export IMPL_layout_area_comb_mm2=0.00152
export IMPL_wl_met1_um=2180
export IMPL_dr_pass1_iters=4
export IMPL_syn_area_per_cell_um2=7.55
export IMPL_viasPerCell=4.06
export IMPL_fillerInstances=979
export IMPL_hold_buffers=0
export IMPL_p_leak_nw=1.37
export IMPL_powerDensity_mw_per_mm2=62.8
export IMPL_drt_first_iter_violations=63
export IMPL_cap_violations=0
export IMPL_drc=0
export IMPL_wl_per_cell_um=11.8
## cells by family after synthesis
group / after synthesis / share of synthesized area (%)
and+or+nand+nor: 40 / 12.7
AOI/OAI and AO/OA: 56 / 23.0
muxes: 3 / 1.82
adders and majority gates: 45 / 34.5
buffers and inverters: 52 / 11.8
xor gates and xnor gates: 32 / 16.3
## final cells by class
type                            count  area share (%)
Inverter                           50            6.69
Tap cell                          111            4.95
Multi-Input combinational cell    176            54.1
Timing Repair Buffer               96            34.3
## cells in the mapped netlist, types with 5 or more instances
library cell,number
o21ai_0,7
ha_1,41
a21o_1,9
a21oi_1,19
inv_1,50
nand2_1,12
nor2_1,7
nand3_1,5
xor2_1,10
xnor2_1,22
## final timing paths
| check | end | slack [ns] | cells after the start |
|---|---|---|---|
| max | sum[28] | 2.81 | 12 |
| min | sum[31] | 5.08 | 4 |
## per-layer routing
layer / up-vias / track usage (%)
met5: - / 0
met4: 0 / 0
met3: 0 / 1.91
met2: 34 / 13.1
met1: 767 / 9.28
li1: 956 / -
## per-stage QoR
stage               cell area (µm²)  utilization [%]  setup slack, ns  power [mW]  instances
finish                         2810             30.5             2.81       0.176        433
global route                   2810             30.5             2.56       0.198        433
CTS                            2810             30.5             2.78       0.181        433
global placement               2810             30.5             2.81       0.179        433
detailed placement             2810             30.5             2.79       0.180        433
floorplan                      1720                -             3.96      0.0790        228
## where the power goes
group | switching (mW) | internal (mW)
Clock | 0 | 0
Combinational | 0.0640 | 0.112
Sequential | 0 | 0
Total | 0.0640 | 0.112
## cell usage in the layout, fill, tap and decap left out, drive strengths merged
cell type / n
and2: 3
a31o: 1
and3: 3
and4bb: 1
mux2i: 2
a2111oi: 1
nand3b: 1
clkdlybuf4s50: 96
nand4: 1
fa: 4
o21ai: 11
inv: 50
o41ai: 1
nand2: 12
a21o: 9
a21oi: 20
nor2: 7
o31ai: 1
o211a: 1
o211ai: 1
or3b: 1
or3: 4
a31oi: 2
ha: 41
nand3: 5
xnor2: 22
a221oi: 1
o21a: 4
nor3: 2
xor2: 10
mux2: 1
o221ai: 1
a311oi: 1
a21boi: 1
Power is estimated from default activity; no workload was simulated.
