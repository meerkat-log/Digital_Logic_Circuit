==> flow/design.v <==
`timescale 1ns/1ns
module Mux16to1_64bit(I0, I1, I2, I3, I4, I5, I6, I7, I8, I9, I10, I11, I12, I13, I14, I15, Sel, Out);
input [63:0] I0, I1, I2, I3, I4, I5, I6, I7, I8, I9, I10, I11, I12, I13, I14, I15;
input [3:0] Sel;
output [63:0] Out;
wire [63:0] tmp0, tmp1, tmp2, tmp3;
wire [63:0] tmp_0, tmp_1;
Mux8to1_64bit MUX0(.I0(I0), .I1(I1), .I2(I2), .I3(I3), .I4(I4), .I5(I5), .I6(I6), .I7(I7), .Sel(Sel[2:0]), .Out(tmp0));
Mux8to1_64bit MUX1(.I0(I8), .I1(I9), .I2(I10), .I3(I11), .I4(I12), .I5(I13), .I6(I14), .I7(I15), .Sel(Sel[2:0]), .Out(tmp1));
Mux2to1_64bit MUXOUT(.I0(tmp0), .I1(tmp1), .Sel(Sel[3]), .Out(Out));
endmodule
`timescale 1ns/1ns
module Mux2to1_64bit(I0, I1, Sel, Out);
input [63:0] I0, I1;
input Sel;
output [63:0] Out;
wire SelBar;
wire [63:0] OutI0, OutI1;
not SELBAR(SelBar, Sel);
genvar i;
generate
	for(i = 0; i < 64; i = i + 1) begin
		and OUTI0(OutI0[i], I0[i], SelBar);
		and OUTI1(OutI1[i], I1[i], Sel);
		or #5 OUT0(Out[i], OutI0[i], OutI1[i]);
	end
endgenerate
endmodule
`timescale 1ns/1ns
module Mux8to1_64bit(I0, I1, I2, I3, I4, I5, I6, I7, Sel, Out);
input [63:0] I0, I1, I2, I3, I4, I5, I6, I7;
input [2:0] Sel;
output [63:0] Out;
wire [2:0] SelBar;
wire [63:0] OutI0_Tmp0, OutI0_Tmp1, OutI1_Tmp0, OutI1_Tmp1, OutI2_Tmp0, OutI2_Tmp1, OutI3_Tmp0, OutI3_Tmp1, OutI4_Tmp0, OutI4_Tmp1, OutI5_Tmp0, OutI5_Tmp1, OutI6_Tmp0, OutI6_Tmp1, OutI7_Tmp0, OutI7_Tmp1;
wire [63:0] OutI0, OutI1, OutI2, OutI3, OutI4, OutI5, OutI6, OutI7;
wire [63:0] OutTmp0, OutTmp1, OutTmp2, OutTmp3, OutTmp4, OutTmp5;
not SELBAR0(SelBar[0], Sel[0]);
not SELBAR1(SelBar[1], Sel[1]);
not SELBAR2(SelBar[2], Sel[2]);
genvar i;
generate
	for(i = 0; i < 64; i = i + 1) begin
		and OUTI0_0(OutI0_Tmp0[i], I0[i], SelBar[0]);
		and OUTI0_1(OutI0_Tmp1[i], SelBar[1], SelBar[2]);
		and OUTI0_2(OutI0[i], OutI0_Tmp0[i], OutI0_Tmp1[i]);
		and OUTI1_0(OutI1_Tmp0[i], I1[i], Sel[0]);
		and OUTI1_1(OutI1_Tmp1[i], SelBar[1], SelBar[2]);
		and OUTI1_2(OutI1[i], OutI1_Tmp0[i], OutI1_Tmp1[i]);
		and OUTI2_0(OutI2_Tmp0[i], I2[i], SelBar[0]);
		and OUTI2_1(OutI2_Tmp1[i], Sel[1], SelBar[2]);
		and OUTI2_2(OutI2[i], OutI2_Tmp0[i], OutI2_Tmp1[i]);
		and OUTI3_0(OutI3_Tmp0[i], I3[i], Sel[0]);
		and OUTI3_1(OutI3_Tmp1[i], Sel[1], SelBar[2]);
		and OUTI3_2(OutI3[i], OutI3_Tmp0[i], OutI3_Tmp1[i]);
		and OUTI4_0(OutI4_Tmp0[i], I4[i], SelBar[0]);
		and OUTI4_1(OutI4_Tmp1[i], SelBar[1], Sel[2]);
		and OUTI4_2(OutI4[i], OutI4_Tmp0[i], OutI4_Tmp1[i]);
		and OUTI5_0(OutI5_Tmp0[i], I5[i], Sel[0]);
		and OUTI5_1(OutI5_Tmp1[i], SelBar[1], Sel[2]);
		and OUTI5_2(OutI5[i], OutI5_Tmp0[i], OutI5_Tmp1[i]);
		and OUTI6_0(OutI6_Tmp0[i], I6[i], SelBar[0]);
		and OUTI6_1(OutI6_Tmp1[i], Sel[1], Sel[2]);
		and OUTI6_2(OutI6[i], OutI6_Tmp0[i], OutI6_Tmp1[i]);
		and OUTI7_0(OutI7_Tmp0[i], I7[i], Sel[0]);
		and OUTI7_1(OutI7_Tmp1[i], Sel[1], Sel[2]);
		and OUTI7_2(OutI7[i], OutI7_Tmp0[i], OutI7_Tmp1[i]);
		or OUT0(OutTmp0[i], OutI0[i], OutI1[i]);
		or OUT1(OutTmp1[i], OutI2[i], OutI3[i]);
		or OUT2(OutTmp2[i], OutI4[i], OutI5[i]);
		or OUT3(OutTmp3[i], OutI6[i], OutI7[i]);
		or OUT5(OutTmp4[i], OutTmp0[i], OutTmp1[i]);
		or OUT6(OutTmp5[i], OutTmp2[i], OutTmp3[i]);
		or #5 OUT(Out[i], OutTmp4[i], OutTmp5[i]);
	end
endgenerate
endmodule
==> flow/run.sh <==
#!/bin/bash
# OpenROAD 26Q1-2900-gdf79404cd8, Yosys 0.63+post, stock flow scripts
make -C /OpenROAD-flow-scripts/flow DESIGN_CONFIG=/design/flow/config.mk WORK_HOME=/design/flow/orfs finish
==> flow/config.mk <==
export PLATFORM = sky130hd
export DESIGN_NAME = Mux16to1_64bit
export DESIGN_NICKNAME = Mux16to1_64bit
export VERILOG_FILES = /design/flow/design.v
export SDC_FILE = /design/flow/constraint.sdc
export NUM_CORES = 4
export LEC_CHECK = 1
export CORE_AREA = 10 10 420 420
export DIE_AREA = 0 0 430 430
==> flow/constraint.sdc <==
current_design Mux16to1_64bit

set clk_period 25.4
set clk_io_pct 0.2

create_clock -name clk0 -period $clk_period

set non_clock_inputs [all_inputs -no_clocks]
set_input_delay [expr $clk_period * $clk_io_pct] -clock clk0 $non_clock_inputs
set_output_delay [expr $clk_period * $clk_io_pct] -clock clk0 [all_outputs]
==> impl_metrics.py <==
# Synthesis and PnR figures
metrics = {
    "status": {
        "outcome": "finished clean",
    },
    "final_timing": {
        "max_freq_mhz": 66.4,
        "tightestPinTransition_ns": 1.06,
        "finalSetupTns_ns": 0,
        "slew_viol_final": 0,
        "fin_crit_sh_pct": 59.3,
        "hold_viol_final": 0,
        "min_period_ns": 15.07,
        "max_slew_margin_pct": 28.7,
        "setup_viol": 0,
        "rsz0062_at_grt": "false",
    },
    "detailed_routing": {
        "final_antenna_net_count": 0,
        "wirelength_microns": 150000,
        "drt-initial-drc-count": 638,
        "first_pass_iters": 5,
        "num_vias": 12100,
        "wl_per_cell_microns": 38.8,
        "drc_errors": 0,
        "vias_per_cell": 3.13,
    },
    "floorplan": {
        "die_x_microns": 430,
        "initial_core_util_pct": 4.86,
        "die_height_microns": 430,
        "chipArea_sq_um": 185000,
        "io_pins": 1092,
        "rows": 150,
        "core_area_sq_um": 167000,
    },
    "setup_path": {
        "cp.required_ns": 20.32,
        "critical_path_class": "in2out",
        "slowest_delay_ns": 0.69,
        "critPathMaxFanout": 46,
        "cp-end-kind": "primary output",
        "cp_slowest_cell": "buf_4",
        "path_cells": "buf_8, buf_4, buf_4, buf_4, buf_4, mux4_2, nor2b_1, a211oi_1, a21oi_1, clkdlybuf4s50_1",
        "arrival_ns": 9.99,
        "cp.buffers_inverters": 6,
        "crit_path_frequent_cell": "buf_4",
        "critPathTopFamily": "buffers and inverters",
        "critPathLaunchType": "primary input",
        "cp.depth": 10,
    },
    "pwr": {
        "intPower_uw": 245,
        "power.share.switching_pct": 39.2,
        "peakVddDrop_uv": 12.9,
        "seq_power_share_pct": 0,
        "power_leakage_nw": 6.80,
        "p_sw_uw": 158,
        "pwr_density_cell_nw_per_um2": 18.6,
        "power_frac_clock_pct": 0,
        "comb_power_share_pct": 100.0,
    },
    "grt": {
        "grt_usage_pct": 15.8,
        "overflow": 0,
        "first_global_vias": 12800,
        "grt_pass1_wl_microns": 179000,
        "antenna_found_initial": 182,
        "grt_max_degree": 54,
    },
    "worst_hold_path": {
        "min_path_type": "in2out",
        "hold_depth": 4,
    },
    "yosys": {
        "synth_area_per_cell_sq_um": 13.3,
        "syn_inst": 610,
        "yosysSeqAreaShare_pct": 0,
        "syn_area_sq_um": 8120,
        "ys_warn_count": 0,
        "synth.distinct_cells": 14,
        "ys_cells": 610,
        "ys_chip_area_sq_um": 8120,
    },
    "final_layout": {
        "n_fill_cell": 18800,
        "nFlopsAndLatches": 0,
        "instances_no_fill": 3868,
        "n_clock_buffer": 0,
        "seq_area_sq_um": 0,
        "drive_gt1_share_pct": 17.8,
        "syn_to_final_growth_pct": 166,
    },
    "placement": {
        "hpwl_microns": 141000,
        "gp_congestion": 1.05,
        "numPlacedInstances": 3849,
        "port_buffers": 1092,
    },
    "flow_run": {
        "cap_violations": 0,
        "warnings": 32,
    },
    "clocking": {
        "cts_setup_buffers": 0,
        "cts_resized": 0,
        "cts_hold_buf": 0,
    },
}
## power by group through the flow
stage	clock network, mW	registers, mW	logic (mW)
5_1_grt	0.0000000275	0	0.424
6_report	0.0000000961	0	0.403
4_1_cts	0	0	0.412
## per-layer routing
metal  global-route usage, %  wire length [microns]
met1                    17.9                  54900
met2                    28.0                  76500
met3                    7.39                  16100
met4                    1.31                   2130
met5                       0                    489
## cells in the final DEF (no fill, tap or decap), types with 2 or more instances in the layout
cell type        instances
o221ai_1                 2
mux2i_1                 67
diode_2                 19
nor2b_1                 63
a21oi_1                 64
buf_8                    3
clkdlybuf4s50_1       1088
nand2_1                  2
buf_4                   35
a211oi_1                63
mux4_2                 254
## path summary, 6_finish.rpt
| kind | from | endpoint | slack [ns] |
|---|---|---|---|
| setup / recovery | Sel[0] | Out[18] | 10.33 |
| hold / removal | Sel[2] | Out[50] | 11.06 |
## worst min-delay path, stage by stage
cell	delay (ns)
buf_8	0.19
mux2i_1	0.18
a21oi_1	0.08
clkdlybuf4s50_1	0.43
## cells in the mapped netlist
| cell type | count | area (sq um) |
|---|---|---|
| nand2_1 | 2 | 7.51 |
| nand2b_1 | 1 | 6.26 |
| buf_2 | 25 | 125 |
| a21oi_1 | 64 | 320 |
| buf_6 | 17 | 191 |
| buf_1 | 11 | 41.3 |
| mux2i_1 | 67 | 671 |
| mux4_2 | 254 | 5720 |
| a211oi_1 | 63 | 473 |
| o22ai_1 | 1 | 6.26 |
| inv_1 | 1 | 3.75 |
| clkbuf_1 | 39 | 146 |
| o221ai_1 | 2 | 17.5 |
| nor2b_1 | 63 | 394 |
## cells by family after synthesis
kind of cell / count (synthesis) / synth area share (%)
mux: 321 / 78.7
simple gates: 66 / 5.02
buf+inv: 93 / 6.25
compound gates: 130 / 10.1
## layout make-up
type	count	area, sq um	area share (%)
timing repair buffer	1127	11200	51.8
antenna	19	47.5	0.220
multi-input combinational	517	7620	35.2
inverter	1	3.75	0.0174
tap	2204	2760	12.7
## stage by stage
stage / hold slack, ns / worst slack (ns) / cell area (sq um) / util, % / power, mW
after floorplan: 10.48 / 13.91 / 8120 / - / 0.122
after global placement: 11.08 / 10.15 / 21600 / 12.9 / 0.411
after detailed placement: 11.08 / 10.11 / 21600 / 12.9 / 0.410
after CTS: 11.08 / 10.12 / 21600 / 12.9 / 0.412
after global routing: 11.10 / 9.85 / 21600 / 12.9 / 0.424
final: 11.06 / 10.33 / 21600 / 12.9 / 0.403
Power and IR drop assume default switching activity.
